File: flow/config.mk
export PLATFORM = sky130hd
export DESIGN_NAME = Sync_FIFO
export DESIGN_NICKNAME = Sync_FIFO
export VERILOG_FILES = /design/flow/design.v
export SDC_FILE = /design/flow/constraint.sdc
export NUM_CORES = 4
export LEC_CHECK = 1
export CORE_UTILIZATION = 40
File: flow/constraint.sdc
current_design Sync_FIFO

set clk_period 6.0
set clk_io_pct 0.2

create_clock -name clk0 -period $clk_period [get_ports {i_clk}]

set non_clock_inputs [all_inputs -no_clocks]
set_input_delay [expr $clk_period * $clk_io_pct] -clock clk0 $non_clock_inputs
set_output_delay [expr $clk_period * $clk_io_pct] -clock clk0 [all_outputs]
File: flow/design.v
module Sync_FIFO #(
    parameter DATA_WIDTH = 32,   
    parameter MEM_DEPTH = 16,    
    parameter PTR_WIDTH = $clog2(MEM_DEPTH)   
) (
    input logic                   i_clk,          
    input logic                   i_rstn,         
    input logic  [DATA_WIDTH-1:0] i_wr_data,      
    input logic                   i_wr_en,        
    input logic                   i_rd_en,        
    output reg  [DATA_WIDTH-1:0] o_rd_data,       
    output logic                  o_full,         
    output logic                  o_empty         
);
    reg [DATA_WIDTH-1:0] fifo_mem [MEM_DEPTH-1:0];  
    reg [PTR_WIDTH:0] w_ptr, r_ptr;                 
    always @(posedge i_clk or negedge i_rstn) begin
        if (!i_rstn) begin
            w_ptr <= 0;
            r_ptr <= 0;
            o_rd_data <= 0;
            for (int i = 0; i < MEM_DEPTH; i++) begin
                fifo_mem[i] <= 0;
            end
        end else begin
            if (i_wr_en && !o_full) begin
                fifo_mem[w_ptr[PTR_WIDTH-1:0]] <= i_wr_data;
                w_ptr <= w_ptr + 'b1;
            end
            if (i_rd_en && !o_empty) begin
                o_rd_data <= fifo_mem[r_ptr[PTR_WIDTH-1:0]];
                r_ptr <= r_ptr + 'b1;
            end
        end
    end
    assign o_full = ((w_ptr[PTR_WIDTH] != r_ptr[PTR_WIDTH]) &&
                     (r_ptr[PTR_WIDTH-1:0] == w_ptr[PTR_WIDTH-1:0]));
    assign o_empty = (w_ptr == r_ptr);
endmodule
File: flow/run.sh
#!/bin/bash
# OpenROAD 26Q1-2900-gdf79404cd8, Yosys 0.63+post, stock flow scripts
make -C /OpenROAD-flow-scripts/flow DESIGN_CONFIG=/design/flow/config.mk WORK_HOME=/design/flow/orfs finish
==> metrics.csv <==
metric,value,unit
status,finished clean,
"EDFF count, synth",0,
Cells after Synth,1891,
Multi-input gate area,10400,um^2
most numerous logic cell after layout,dfrtp_1,
Reg area,13900,um^2
most frequent cells in the layout,"dfrtp_1, mux2_2, nand2_1",
IO Port Bufs,69,
final period utilization,63.4,%
yosys synthesis chip area,25100,um^2
vias in the first global route,17300,
share of cells above drive strength 1,34.0,%
register share of total power,39.8,%
Setup TNS,0,ns
tally of OpenROAD warnings,37,
die area,63800,um^2
Clock power frac,22.8,%
Slew headroom,37.2,%
Worst Path Arrival,4.29,ns
Post-Route WL,72900,um
cell area after layout,28500,um^2
FMAX,263,MHz
post-CTS resize count,0,
core area,61800,um^2
clk_skew,0.0154,ns
Worst VDD drop,260,uV
Worst Max-Slew Pin Slew,0.934,ns
RSZ-0062 raised after global routing,false,
clk sinks,554,
fp util,40.6,%
asr flop ratio synth,100,%
Global Route Usage Sum,24.7,%
clk ins delay skew pair,0.62,ns
vias post-DR,16400,
cell-internal power,10.7,mW
"Hold-fix buffers, CTS",0,
Placed Area,26500,um^2
Routed Antenna Nets,0,
Final Hold Fails,0,
Netlist cell types,61,
Rows,91,
Mapped Avg Cell Area,13.3,um^2
Tmin final,3.80,ns
wire per inst,26.2,um
Post-CTS Setup Inserts,0,
max-slew violations,0,
Final setup violation count,0,
ys flops,554,
synthesized cell area,25100,um^2
Worst EP required,6.49,ns
drt pass-1 iters,6,
ys cells,1891,
CTS Buffer Depth,3,
Crit. End Element,flip-flop,
"Reg clk slew, reported paths",0.06,ns
I/O Pins,70,
number of buffers created by CTS,59,
DR iter-0 viols,1166,
Die X-Extent,253,um
LEAKAGE,11.8,nW
initial antenna violation count,1,
Remaining DRCs,0,
fillers,5314,
pin count of the biggest net entering global routing,132,
logic gate share of total power,37.3,%
first-pass GRT wire length,112000,um
Hold Crit Class,flip-flop to flip-flop,
ANT cells,0,
floorplan die height,253,um
crit path kind,flip-flop to flip-flop,
switch share,35.2,%
Placer Congestion,0.832,
Worst Path Max Fanout,39,
CTS H-tree depth,2,
Vias/cell,5.90,
P per Cell Area,580,nW/um^2
CTS tree,yes,
"Seq share, synth",55.2,%
synthesis-to-finish area growth,13.4,%
CP startpoint kind,flip-flop,
Yosys Warn Count,2,
"Top FF cell, synth",dfrtp_1,
NetSw,5.82,mW
Clock Tree Root,clkbuf_16,
gr ovfl total,0,
max_cap viols,0,
DP Wirelength,40300,um
## per-stage QoR
stage	hold slack, ns	worst slack [ns]	total power [mW]	utilization (%)	instances
3_5_place_dp	0.471	2.20	12.8	42.8	2674
2_1_floorplan	0.424	3.61	10.6	-	1891
6_report	0.476	2.20	16.5	46.1	2782
3_3_place_gp	0.461	2.31	12.6	42.8	2674
4_1_cts	0.484	2.20	16.6	46.1	2782
5_1_grt	0.500	1.98	17.5	46.1	2782
## final cells by class
type	instances	area share, %
tap	837	3.68
multi-input combinational	1151	36.4
inverter	9	0.119
clock inverter	12	0.650
timing repair buffer	123	4.00
clock buffer	96	6.45
sequential	554	48.7
## cell families after synthesis
family                   share of synthesized area, %
XOR/XNOR                                        0.418
AND-OR/OR-AND                                    10.4
flip-flops                                       55.2
adder cells (fa/ha/maj)                         0.398
multiplexers                                     24.6
buffers and inverters                            3.82
AND/OR/NAND/NOR                                  5.16
## power by group through the flow
stage | Combinational [mW] | Sequential [mW] | Clock (mW)
after CTS | 6.20 | 6.59 | 3.83
after global routing | 6.65 | 6.85 | 3.97
final | 6.17 | 6.59 | 3.77
## worst max-delay path: stages, from the launching register on
cell,delay [ns]
dfrtp_1,0.52
inv_1,0.16
ha_2,0.20
buf_4,0.29
nor3_1,0.84
nand2_2,0.57
buf_4,0.46
o22ai_1,0.44
o21ai_0,0.13
## layer usage
layer | GRT usage (%) | wire, um
met5 | 0 | 15
met3 | 8.30 | 6380
met2 | 37.1 | 33600
met4 | 6.16 | 2160
met1 | 35.8 | 30800
## worst paths after layout
kind / slack, ns / start / cells after the start / to
min in group asynchronous: 0.60 / i_rstn / 1 / o_rd_data[29]
worst max-delay path: 2.20 / r_ptr[0] / 8 / o_rd_data[12]
worst max register to register: 2.20 / r_ptr[0] / 8 / o_rd_data[12]
worst min register to register: 0.48 / o_rd_data[20] / 2 / o_rd_data[20]
max in group asynchronous: 4.06 / i_rstn / 2 / fifo_mem[6][4]
worst min-delay path: 0.48 / o_rd_data[20] / 2 / o_rd_data[20]
## state kept, by name, indices dropped and copies added (netlist names)
| name | count |
|---|---|
| fifo_mem | 512 |
| o_rd_data | 32 |
| r_ptr | 5 |
| w_ptr | 5 |
## synth_stat cells, drive strengths merged (8+ instances only)
master | instances | area [um^2]
mux2i | 27 | 270
nand2 | 92 | 345
o31ai | 21 | 158
ha | 8 | 100
buf | 101 | 642
nor2 | 40 | 150
o22ai | 8 | 50.1
a32oi | 8 | 70.1
nor2b | 9 | 56.3
a21oi | 30 | 150
inv | 8 | 30.0
dfrtp | 554 | 13900
a221oi | 41 | 359
nand3 | 35 | 175
nor4 | 10 | 123
o21ai | 40 | 200
a22o | 43 | 377
mux2 | 523 | 5890
a22oi | 53 | 398
and2 | 8 | 50.1
a211oi | 13 | 97.6
a31oi | 8 | 50.1
clkbuf | 76 | 285
a222oi | 17 | 170
nor3 | 21 | 234
a32o | 8 | 80.1
No activity file was given, so power comes from the tool's default toggle rates.
