==> flow/design.v <==
module AHB_master   #(parameter DATA_WIDTH = 32,ADDR_WIDTH = 32)(
input  logic [DATA_WIDTH-1:0] i_wr_data,
input  logic [ADDR_WIDTH-1:0] i_addr,
input  logic i_rstn_ahb,i_clk_ahb, i_valid, i_rd0_wr1,
output logic [DATA_WIDTH-1:0] o_rd_data,
output logic o_rd_valid, o_ready,
output logic [DATA_WIDTH-1:0] o_hwdata,
output logic [ADDR_WIDTH-1:0] o_haddr,
output logic o_hwrite , o_htrans,
input  logic [DATA_WIDTH-1:0] i_hrdata,
input  logic i_hresp, i_hready
);
    logic i_rd0_wr1_reg;                    
    logic [31:0] i_addr_reg;      
    logic [31:0] i_wr_data_reg;   
    typedef enum reg [1:0] {
        IDLE = 2'b00,
        NONSEQ = 2'b01
    } state_t;
    state_t state, next_state;
    always @(posedge  i_clk_ahb or negedge  i_rstn_ahb) begin
        if (! i_rstn_ahb) begin
            state <= IDLE;
        end else begin
            state <= next_state;
        end
    end
    always @(*) begin
             o_haddr      = 32'b0;
             o_hwdata     = 32'b0;
             o_hwrite     = 1'b0;
             o_htrans     = 2'b00;    
             o_ready    = 1'b1;
             o_rd_valid = 1'b0;
             o_rd_data  = 32'b0;
            case (state)
                IDLE: begin
                     o_ready = 1'b1; 
                    if ( i_valid) begin
					    i_rd0_wr1_reg =  i_rd0_wr1;
                        i_addr_reg =  i_addr;
                        i_wr_data_reg =  i_wr_data;
                         o_haddr   =  i_addr;
                         o_hwrite  =  i_rd0_wr1;
                         o_htrans  = 2'b01;    
                         o_rd_valid = 1'b0;
						next_state = NONSEQ;
                    end else begin
                        next_state = IDLE;
                    end
                end
                NONSEQ: begin
                    if (!i_rd0_wr1_reg &&  i_hready && ! i_valid) begin 
                         o_rd_data =  i_hrdata;
                         o_rd_valid = 1'b1;
                         o_haddr   = i_addr_reg;
                         o_hwrite  = i_rd0_wr1_reg;
                         o_htrans  = 2'b10;    
                         o_ready = 1'b1;    
						next_state = NONSEQ;
                    end else if (i_rd0_wr1_reg &&  i_hready && ! i_valid) begin 
                         o_rd_valid = 1'b0;
						 o_ready = 1'b1; 
                         o_haddr   = i_addr_reg;
                         o_hwrite  = i_rd0_wr1_reg;
                         o_hwdata  = i_wr_data_reg;
                         o_htrans  = 2'b01;    
                         o_ready = 1'b1;    
						 next_state = NONSEQ;
					end else if (!i_rd0_wr1_reg &&  i_hready &&  i_valid) begin 
                         o_rd_data =  i_hrdata;
                         o_rd_valid = 1'b1;
                         o_haddr   =  i_addr;
                         o_hwrite  =  i_rd0_wr1;
                         o_htrans  = 2'b10;    
                         o_ready = 1'b1;    
						i_rd0_wr1_reg =  i_rd0_wr1;
                        i_addr_reg =  i_addr;
                        i_wr_data_reg =  i_wr_data;
						next_state = NONSEQ;
                    end else if (i_rd0_wr1_reg &&  i_hready &&  i_valid) begin 
                         o_rd_valid = 1'b0;
                         o_haddr   =  i_addr;
                         o_hwrite  =  i_rd0_wr1;
                         o_hwdata  = i_wr_data_reg;
                         o_htrans  = 2'b01;    
                         o_ready = 1'b1;    
						i_rd0_wr1_reg =  i_rd0_wr1;
                        i_addr_reg =  i_addr;
                        i_wr_data_reg =  i_wr_data;
						next_state = NONSEQ;
                    end else if (! i_hready && ! i_valid) begin 
						 o_ready = 1'b0; 
                         o_haddr   = i_addr_reg;
                         o_hwrite  = i_rd0_wr1_reg;
                         o_htrans  = 2'b01;    
						 next_state = NONSEQ;
					end else if (! i_hready &&  i_valid) begin 
						 o_ready = 1'b0; 
                         o_haddr   = i_addr_reg;
                         o_hwrite  = i_rd0_wr1_reg;
                         o_htrans  = 2'b01;     
						i_rd0_wr1_reg =  i_rd0_wr1;
                        i_addr_reg =  i_addr;
                        i_wr_data_reg =  i_wr_data;
						 next_state = NONSEQ;
					end else begin 
                         o_htrans = 2'b00;     
                         o_ready = 1'b1;     
					end 
                end
                default: next_state = IDLE;
            endcase
    end
endmodule
==> flow/run.sh <==
#!/bin/bash
# OpenROAD 26Q1-2900-gdf79404cd8, Yosys 0.63+post, stock flow scripts
make -C /OpenROAD-flow-scripts/flow DESIGN_CONFIG=/design/flow/config.mk WORK_HOME=/design/flow/orfs finish
==> flow/config.mk <==
export PLATFORM = sky130hd
export DESIGN_NAME = AHB_master
export DESIGN_NICKNAME = AHB_master
export VERILOG_FILES = /design/flow/design.v
export SDC_FILE = /design/flow/constraint.sdc
export NUM_CORES = 4
export LEC_CHECK = 1
export CORE_UTILIZATION = 30
==> flow/constraint.sdc <==
current_design AHB_master

set clk_period 2.6
set clk_io_pct 0.2

create_clock -name clk0 -period $clk_period [get_ports {i_clk_ahb}]

set non_clock_inputs [all_inputs -no_clocks]
set_input_delay [expr $clk_period * $clk_io_pct] -clock clk0 $non_clock_inputs
set_output_delay [expr $clk_period * $clk_io_pct] -clock clk0 [all_outputs]
==> run_results.csv <==
group,metric,value,unit
global_route,grt_pass1_wl,9760,um
global_route,grt_pass1_vias,1869,
detailed_routing,diodes,0,
synth,synth_area,1960,um2
detailed_routing,first_pass_iters,4,
synth,top_cell,"dlxtn_1",
synth,synth.area.top_cells,"dlxtn_1, a32o_1, and2_1",
timing,setup_viol,0,
synth,yosys.area.top_type,"dlxtn_1",
status,status,"finished clean",
timing,finalClockPeriodUsage,0.921,
detailed_routing,vias,2030,
timing,max-slew-margin-rel,0.519,
timing,layout_setup_ws,0.205,ns
synth,yosys-stat-cells,189,
synth,postSynthAreaPerCell,10.4,um2
power,clkPwrFrac,0,
synth,yosysTopAreaCellShare,0.505,
placed_design,place_hpwl,4940,um
placed_design,place_ws,-0.0839,ns
detailed_routing,vias_per_cell,4.40,
timing,tns,0,ns
floorplanning,initCoreUtil,0.309,
job,maxCapViolCount,0,
synth,synth_flop_count,67,
setup_path,ff2ff_setup_slack,1.51,ns
synth,topCombFamilyByArea,"simple AND/OR/NAND/NOR gates",
power,powerDensity,117,nW/um2
power,switching_share,0.210,
timing,rsz0062_at_grt,"false",
detailed_routing,wl,6180,um
setup_path,cp-end-kind,"primary output",
clock_tree,cts_setup_buffers,0,
global_route,track_usage,0.177,
timing,fmax,417,MHz
timing,period_needed,2.40,ns
setup_path,crit_arrival,1.88,ns
setup_path,rr_startpoint,"state[0]",
synth,ys_sh_adder,0,
synth,enable_flop_cells,0,
power,peakVddDrop,0.0691,mV
synth,syn_inst,189,
setup_path,r2r-end,"state[0]",
synth,synth.yosys.warnings,7,
setup_path,path_class,"input port to primary output",
power,sequentialPowerShare,0.193,
layout,synthToLayoutAreaGrowth,108,%
synth,xor_share,0,
synth,synthArstFlopShare,0.0149,
layout,fill_cells,528,
detailed_routing,drt_iter0_drc,72,
synth,yosys_area,1960,um2
detailed_routing,drtAntennaViolNets,0,
synth,synthDistinctLibCells,19,
floorplanning,rows,29,
setup_path,r2r_cells,2,
setup_path,worstPathMaxFanout,33,
power,comb_power_share,0.807,
floorplanning,ioPinCount,202,
detailed_routing,wl_per_cell,13.4,um
timing,unclocked_regs,66,
setup_path,required,2.08,ns
synth,synth.cellmix.simpleShare,0.243,
synth,ys_top_cells_by_count,"dlxtn_1, and2_1, a32o_1, and2_2, clkbuf_1",
floorplanning,core_area,6350,um2
power,finalPower,480,uW
power,leakage,0.00171,uW
floorplanning,die_x,82.9,um
synth,ys_sh_mux,0,
timing,maxSlewViolCount,0,
power,p_switching,101,uW
placed_design,gp_congestion,0.781,
synth,ys_sh_aoi,0.178,
clock_tree,path_clk_slew,0,ns
timing,untimed_endpoints,66,
placed_design,port_buffers,200,
timing,tightest_slew,0.721,ns
detailed_routing,drc,0,
global_route,grt_max_degree,37,
setup_path,critPathLaunch,"i_hready",
floorplanning,die_area,6870,um2
global_route,grt_antenna_before_repair,0,
timing,final-hold-violation-count,0,
job,warning_count,30,
worst_hold_path,hold_class,"input port to async pin",
synth,ff_type,"dlxtn_1",
power,p_int,379,uW
floorplanning,die_h,82.9,um
global_route,overflow,0,
setup_path,cp-start-kind,"input port",
layout,drive_gt1_frac,0.120,
how the worst max path moves through the flow:
stage	endpoint	slack (ns)	cells past startpoint
6_report	o_rd_data[0]	0.20	5
5_1_grt	o_haddr[19]	0.13	5
4_1_cts	o_hwdata[17]	0.20	5
through the flow:
stage | instances | hold WS (ns) | instance area [um2] | util
after floorplan | 189 | 0.224 | 1960 | -
after global placement | 461 | 0.670 | 4080 | 0.642
after detailed placement | 461 | 0.679 | 4080 | 0.642
after CTS | 461 | 0.679 | 4080 | 0.643
after global routing | 461 | 0.694 | 4080 | 0.643
final | 461 | 0.678 | 4080 | 0.643
cell families (layout without fill, tap and decap cells):
logic type | after synthesis | count (layout)
AOI/OAI and AO/OA | 34 | 34
buffers and inverters | 18 | 213
DFF | 1 | 1
latches | 66 | 66
other | 1 | 1
and+or+nand+nor | 69 | 69
power groups by stage:
stage / clock network (uW) / logic [uW] / registers, uW
finish: 0 / 387 / 92.7
global route: 0 / 419 / 96.3
CTS: 0 / 393 / 93.1
final cells by class:
class,instances,area (um2),area share
flip-flops and latches,67,1020,0.249
repair buffers,212,2130,0.522
multi-input cells,104,837,0.205
inverters,1,3.75,0.000919
well taps,77,96.3,0.0236
cell usage in the layout, fill, tap and decap left out, drive strengths merged, types with 2 or more instances in the layout:
cell type / n
buf: 12
dlxtn: 66
a32o: 33
and2: 63
dlygate4sd2: 2
clkdlybuf4s50: 198
worst max-delay path: stages:
cell	delay (ns)
dlygate4sd2_1	0.32
and3b_2	0.24
buf_12	0.16
and2_1	0.13
clkdlybuf4s50_1	0.50
layer usage:
metal / GRT usage / wire (um) / up-vias
li1: - / - / 1042
met1: 0.264 / 2800 / 886
met2: 0.297 / 2910 / 102
met3: 0.0252 / 463 / 0
met4: 0 / 0 / 0
met5: 0 / 0 / -
repair_timing:
item,4_1_cts,5_1_grt
resized,4,0
hold buffers,0,0
endpoints found under the setup margin,96,0
endpoints found under the hold margin,0,0
No activity file was given, so power comes from the tool's default toggle rates.
