## flow/design.v

```verilog
module source_controller #(parameter ADDR_WIDTH = 32,
	DATA_WIDTH = 32, packet_width = 66 )( 
	input wire 					i_clk_src,
	input wire 					i_rstn_src,
	input wire 					i_src_sleep_req,
	input wire 					sink_sleep_status,
	input wire [DATA_WIDTH:0]	i_read_packet,
	input wire 					rd0_wr1,
	input wire [ADDR_WIDTH-1:0] addr,
	input wire 					valid,
	input wire [DATA_WIDTH-1:0] wr_data,
	output reg 					ready,
	output reg [DATA_WIDTH-1:0] rd_data,
	output reg					rd_valid,
	input wire 					req_fifo_full,
	input wire 					req_fifo_empty,
	input wire 					rsp_fifo_empty,
	output reg 					  o_src_sleep_ack,
	output reg 					  source_sleep_status,
	output reg [packet_width-1:0] o_packet,				 
	output reg 					  req_fifo_wr_en,
	output reg 					  rsp_fifo_rd_en,
	output reg 					  reset_flag
	);
	reg [packet_width-1:0] packet;
	parameter 	normal = 2'b00,
				sleep = 2'b01,
				read = 2'b10,
				idle = 2'b11;
	reg [1:0] current_state, next_state;
	always @(posedge i_clk_src or negedge i_rstn_src) begin
        if (!i_rstn_src) begin
			current_state <= normal;
			reset_flag <= 0;	
        end 
		else begin 
			current_state <= next_state ;	
		end 
    end
	always @(*) begin
        case(current_state) 
			normal : begin
				if(i_src_sleep_req || sink_sleep_status) begin 
					next_state = sleep;
				end 
				else if(!rd0_wr1)begin 
					next_state = read;
				end 
				else begin 
					next_state = normal;
				end 
			end
			read : begin 
				if(rd_valid) begin 
					next_state = normal;				
				end else begin 
					next_state = read;
				end 
			end 
			sleep : begin
				if (req_fifo_empty && rsp_fifo_empty && sink_sleep_status) begin 
					next_state = idle;
				end 
				else begin 
					next_state = sleep;
				end 
			end
			idle : begin
				if(!sink_sleep_status && !i_src_sleep_req) begin 
					next_state = normal;
				end 
				else begin 
					next_state = idle;
				end 
			end
		endcase
    end
	always @(*) begin
		req_fifo_wr_en = 0;
		rsp_fifo_rd_en = 0;
		source_sleep_status = 0;
		o_packet = 0;
		rd_data = 0;
		rd_valid = 0;
		reset_flag = i_rstn_src;
		packet = {rd0_wr1, valid, addr, wr_data};
		o_src_sleep_ack = i_src_sleep_req;
		case(current_state) 
			normal : begin
				ready = (req_fifo_full)? 0 : 1;
				req_fifo_wr_en = (valid)? 1 : 0;
				o_packet = packet;
				if(!rsp_fifo_empty) begin 
					rsp_fifo_rd_en = 1;
					rd_data = i_read_packet[DATA_WIDTH-1:0];
					rd_valid = i_read_packet[DATA_WIDTH];
				end  
			end
			read : begin 
				req_fifo_wr_en = 0;
				ready = 0;
				rd_valid = i_read_packet[DATA_WIDTH];
				rsp_fifo_rd_en = (!rsp_fifo_empty && rd_valid)? 1 : 0;
				if(rsp_fifo_rd_en) begin 
					rd_data = i_read_packet[DATA_WIDTH-1:0];
					ready = 1;
				end
			end 
			sleep : begin
				req_fifo_wr_en = 0; 
				ready = 0;
				if(!rsp_fifo_empty) begin 
					rsp_fifo_rd_en = 1;
					rd_data = i_read_packet[DATA_WIDTH-1:0];
					rd_valid = i_read_packet[DATA_WIDTH];
					ready = 1;
				end
				o_src_sleep_ack = i_src_sleep_req;
				source_sleep_status = (req_fifo_empty && rsp_fifo_empty)? 1 : 0;
			end
			idle : begin
				reset_flag = 0;	
				o_src_sleep_ack = 0;
				source_sleep_status = 1;
				ready = 0;
				req_fifo_wr_en = 0;
				rsp_fifo_rd_en = 0;
			end
		endcase
    end
endmodule
```

## flow/run.sh

```bash
#!/bin/bash
# OpenROAD 26Q1-2900-gdf79404cd8, Yosys 0.63+post, stock flow scripts
make -C /OpenROAD-flow-scripts/flow DESIGN_CONFIG=/design/flow/config.mk WORK_HOME=/design/flow/orfs finish
```

## flow/config.mk

```make
export PLATFORM = sky130hd
export DESIGN_NAME = source_controller
export DESIGN_NICKNAME = source_controller
export VERILOG_FILES = /design/flow/design.v
export SDC_FILE = /design/flow/constraint.sdc
export NUM_CORES = 4
export LEC_CHECK = 1
export CORE_AREA = 10 10 103 103
export DIE_AREA = 0 0 113 113
```

## flow/constraint.sdc

```tcl
current_design source_controller

set clk_period 7.6
set clk_io_pct 0.2

create_clock -name clk0 -period $clk_period [get_ports {i_clk_src}]

set non_clock_inputs [all_inputs -no_clocks]
set_input_delay [expr $clk_period * $clk_io_pct] -clock clk0 $non_clock_inputs
set_output_delay [expr $clk_period * $clk_io_pct] -clock clk0 [all_outputs]
```

==> qor.json <==
{
  "routed_wl_mm": 6.80,
  "rsz0062_at_grt": "false",
  "drtPass1Iterations": 3,
  "top_cells_by_area": "sky130_fd_sc_hd__and2_1 63%, sky130_fd_sc_hd__buf_6 8.1%, sky130_fd_sc_hd__dfrtp_1 7.7%",
  "p_sw_mw": 0.0642,
  "areaGrowthSynthToFinish_pct": 223,
  "drv_slew": 0,
  "storage_element_area_um2": 101,
  "postRouteAntennaNets": 0,
  "postCtsSetupBuffers": 0,
  "total_number_of_warnings_across_the_stage_logs": 25,
  "cp_data_required_time_ps": 6080,
  "gp_congestion": 0.767,
  "row_count": 33,
  "common_cells": "99 x sky130_fd_sc_hd__and2_1, 7 x sky130_fd_sc_hd__buf_6, 3 x sky130_fd_sc_hd__a21oi_1, 3 x sky130_fd_sc_hd__clkbuf_1, 3 x sky130_fd_sc_hd__dfrtp_1",
  "cts_inserted_buffers": 3,
  "intPower_mw": 0.231,
  "hold_path_class": "register to register",
  "ios": 211,
  "cap_violations": 0,
  "period_minus_slack_ps": 4840,
  "drt-initial-drc-count": 55,
  "route.detailed.drc": 0,
  "fp-utilization_pct": 11.8,
  "detailedPlacementHpwl_mm": 6.11,
  "clock_insertion_delay_worst_skew_ps": 220,
  "cts.clk_slew.worst_paths_ps": 30,
  "postSynthSeqShare_pct": 10.4,
  "floorplan.die_area_mm2": 0.0128,
  "synthArstFlopShare_pct": 100,
  "grt_util_all_layers_pct": 9.59,
  "synth.yosys.num_cells": 136,
  "timing.critical_path.arrival_ps": 3320,
  "first_global_vias": 1640,
  "finalSetupViolCount": 0,
  "timing.hold.worst_path_depth": 2,
  "largest_register": "current_state",
  "yosysChipArea_um2": 978,
  "grt_overflow_total": 0,
  "place_ws_ps": 2720,
  "global_route_wire_length_before_repair_mm": 9.85,
  "top_regs": "current_state: 4 flops",
  "cp-start-kind": "primary input",
  "dominantRegCellSynth": "sky130_fd_sc_hd__dfrtp_1",
  "avgSynthCellArea_um2": 7.19,
  "synth_top_cell_by_count": "sky130_fd_sc_hd__and2_1",
  "synthDominantAreaCellType": "sky130_fd_sc_hd__and2_1",
  "share_of_cells_above_drive_strength_1_pct": 2.96,
  "finalWorstSetupSlack_ps": 2760,
  "critical_path.max_fanout": 33,
  "cts.hold.buffers_added": 0,
  "run_status": "finished, final reports clean",
  "power_switching_share_pct": 21.7,
  "buffer_depth_of_the_longest_clock_path": 2,
  "max_slew_margin_pct": 62.8,
  "clock_skews_ps": 0.845,
  "core_area_mm2": 0.00830,
  "power_frac_comb_pct": 75.7,
  "vdd_drop_max_v": 0.0000450,
  "tritoncts_clock_tree": "yes",
  "route.detailed.vias_per_inst": 3.65,
  "clock_power_share_pct": 16.1,
  "timing.critical_path.to_type": "output pin",
  "route.detailed.wl_per_inst_um": 15.3,
  "post-route-util_pct": 38.0,
  "combGateArea_um2": 771,
  "largest_reg_flops": 4,
  "die-height_um": 113,
  "seq_power_share_pct": 8.2,
  "power_density_mw_per_mm2": 93.6,
  "pin_count_of_the_biggest_net_entering_global_routing": 68,
  "number_of_failing_hold_endpoints_at_the_final_stage": 0,
  "post_synth_tally_of_flip_flops_with_integrated_enable": 0,
  "synth.top_cell.area_share_pct": 63.3,
  "postSynthCellCount": 136,
  "p_leak_nw": 1.19,
  "yosys_warnings": 3,
  "finalCritPeriodShare_pct": 63.7,
  "grt_antenna_before_repair": 0,
  "crit_path_class": "primary input to output pin",
  "route.antenna.diode_count": 0,
  "cts-root-buf": "sky130_fd_sc_hd__clkbuf_8",
  "cts_max_level": 1,
  "post_synth_num_cell_types": 23,
  "post_cts_resize_count": 0,
  "tritoncts_num_sinks": 4,
  "max_slew.worst_pin.slew_ps": 556,
  "port_buffers": 209,
  "worstRegToRegCells": 3,
  "max_clock_freq_mhz": 206,
  "n_fill_cell": 846,
  "detailroute.via_count": 1617,
  "synth.ff_latch_count": 4,
  "timing.setup.tns_ps": 0,
  "netlist_area_before_placement_um2": 978,
  "die_width_um": 113
}
[path summary, 6_finish.rpt]
path                                       startpoint                    endpoint  slack [ps]
setup / recovery                    i_read_packet[32]                  rd_data[6]        2760
hold / removal             current_state[0]$_DFF_PN1_  current_state[0]$_DFF_PN1_         560
setup reg to reg           current_state[2]$_DFF_PN0_  current_state[1]$_DFF_PN0_        6200
hold reg to reg            current_state[0]$_DFF_PN1_  current_state[0]$_DFF_PN1_         560
max in group asynchronous                  i_rstn_src  current_state[0]$_DFF_PN1_        5850
min in group asynchronous                  i_rstn_src  current_state[1]$_DFF_PN0_        1510
[placed cells by master (no fill, tap or decap), types with 2 or more instances in the layout]
cell type / instances
sky130_fd_sc_hd__clkdlybuf4s50_1: 209
sky130_fd_sc_hd__and2_1: 99
sky130_fd_sc_hd__clkbuf_8: 3
sky130_fd_sc_hd__nand2b_1: 2
sky130_fd_sc_hd__dfrtp_1: 3
sky130_fd_sc_hd__a21oi_1: 3
sky130_fd_sc_hd__inv_1: 2
[power groups by stage]
stage | logic (mW) | registers, mW | clock network [mW]
6_report | 0.224 | 0.0242 | 0.0476
4_1_cts | 0.231 | 0.0242 | 0.0480
5_1_grt | 0.246 | 0.0245 | 0.0508
[layout make-up]
| class | count | share of cell area [%] |
|---|---|---|
| well taps | 105 | 4.16 |
| flip-flops and latches | 4 | 3.21 |
| inverters | 2 | 0.238 |
| clock buffers | 4 | 1.43 |
| multi-input cells | 118 | 24.4 |
| repair buffers | 210 | 66.5 |
[through the flow]
step / cell area [um2] / total power [mW] / hold WS (ps) / cells
after detailed placement: 3110 / 0.254 / 560 / 439
final: 3160 / 0.295 / 557 / 443
after global routing: 3160 / 0.321 / 586 / 443
after floorplan: 978 / 0.0785 / 520 / 136
after CTS: 3160 / 0.303 / 560 / 443
after global placement: 3110 / 0.255 / 552 / 439
[worst max-delay path, cell delays in order]
cell	delay (ps)
sky130_fd_sc_hd__clkdlybuf4s50_1	550
sky130_fd_sc_hd__nand2b_4	80
sky130_fd_sc_hd__a21oi_4	480
sky130_fd_sc_hd__and2_1	210
sky130_fd_sc_hd__clkdlybuf4s50_1	480
[kinds of logic (layout without fill, tap and decap cells)]
logic type      after synthesis  count (layout)  synth area share, %
flops                         4               4                 10.4
mux                           1               1                 1.02
simple gates                106             106                 68.7
other cells                   1               1                0.383
buf+inv                      14             216                 11.5
compound gates               10              10                 8.06
[metal layers]
| metal | global-route usage [%] | vias up | share of wire [%] | routed length (um) |
|---|---|---|---|---|
| met2 | 16.6 | 115 | 49 | 3350 |
| met1 | 10.3 | 679 | 36 | 2460 |
| met5 | 0 | - | 0 | 0 |
| li1 | - | 821 | - | - |
| met4 | 0.254 | 0 | 0.19 | 13 |
| met3 | 5.98 | 2 | 14 | 972 |
Power is estimated from default activity; no workload was simulated.
