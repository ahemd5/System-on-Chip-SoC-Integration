$ cat ./design.v
module counter_PD2 #(parameter N=2)(
    input  logic           i_aon_clk,      
    input  logic           i_soc_pwr_on_rst,  
    input  logic [3:0]     pwr_off_seq_delay,  
    input  logic [3:0]     pwr_on_seq_delay,  
    input  logic   o_pwr_on_req_fsm, 
    input  logic   i_pwr_on_ack,
	input  logic   sleep_req,
    input  logic   i_hw_sleep_ack,
    input  logic   i_iso,           
    input  logic   i_ret,           
    input  logic   i_rstn,          
    input  logic   i_clk_en,        
    output logic    o_iso,           
    output logic    o_ret,           
    output logic    o_rstn,           
    output logic    o_clk_en,         
	output  logic   o_pwr_on_req,
	input  logic    wakeup_req
);
    wire on_flag , off_flag , off_flag_npgate , desired_flag ;   
    logic [3:0] delay_counter;
    logic  delayed_iso;
    logic  delayed_ret;
    logic  delayed_rstn;
    logic  delayed_clk_en;
    logic  delayed_o_pwr_on_req;
	assign off_flag = (i_hw_sleep_ack   && ~i_clk_en && i_iso && i_ret && ~i_rstn && ~o_pwr_on_req_fsm); 
    assign on_flag = (i_pwr_on_ack && ~sleep_req && i_clk_en && ~i_iso && ~i_ret && i_rstn && wakeup_req); 
	assign off_flag_npgate = (i_hw_sleep_ack && ~i_clk_en && ~i_iso && ~i_ret && ~i_rstn ) ;
    always_ff @(posedge i_aon_clk or posedge i_soc_pwr_on_rst) begin
        if (i_soc_pwr_on_rst ) begin
			delay_counter <= 4'b0;
            delayed_iso <= 'b1;
            delayed_ret <= 'b1;
            delayed_rstn <= 'b0;
            delayed_clk_en <='b0;
            delayed_o_pwr_on_req <= 'b0;
        end 
		else if(~i_soc_pwr_on_rst && (off_flag || off_flag_npgate) && pwr_off_seq_delay == 1 && ~o_clk_en) begin		
			delayed_clk_en<=0;
			if (delay_counter < pwr_off_seq_delay ) begin
				delayed_iso <= i_iso;
				delay_counter <= delay_counter + 1;
			end else if (delay_counter > pwr_off_seq_delay - 1 && delay_counter < 2*pwr_off_seq_delay ) begin
				delayed_ret <= i_ret;
				delay_counter <= delay_counter + 1;			
			end else if (delay_counter > 2*pwr_off_seq_delay -1 && delay_counter < 3*pwr_off_seq_delay ) begin
				delayed_rstn <= i_rstn;
				delay_counter <= delay_counter + 1;				
			end else if (delay_counter > 3*pwr_off_seq_delay -1 && delay_counter < 4*pwr_off_seq_delay ) begin
				delayed_o_pwr_on_req <= o_pwr_on_req_fsm;
				delay_counter <= 0 ;				
			end  
	    end
        else if(~i_soc_pwr_on_rst && (off_flag || off_flag_npgate) ) begin		
			if (delay_counter < pwr_off_seq_delay ) begin
			    delayed_clk_en <= i_clk_en;
				delay_counter <= delay_counter + 1;
			end else if (delay_counter > pwr_off_seq_delay - 1 && delay_counter < 2*pwr_off_seq_delay ) begin
				delayed_iso <= i_iso;
				delay_counter <= delay_counter + 1;
			end else if (delay_counter > 2*pwr_off_seq_delay -1 && delay_counter < 3*pwr_off_seq_delay ) begin
				delayed_ret <= i_ret;
				delay_counter <= delay_counter + 1;
			end else if (delay_counter > 3*pwr_off_seq_delay -1 && delay_counter < 4*pwr_off_seq_delay ) begin
				delayed_rstn <= i_rstn;
				delay_counter <= delay_counter + 1;
			end else if (delay_counter > 4*pwr_off_seq_delay -1 && delay_counter < 5*pwr_off_seq_delay ) begin
				delayed_o_pwr_on_req <= o_pwr_on_req_fsm;
				delay_counter <= 0 ;
			end  
	    end
		else if (~i_soc_pwr_on_rst && on_flag && pwr_on_seq_delay == 1 && o_rstn && ~ (off_flag || off_flag_npgate) ) begin
			delayed_rstn <= 1'b1;
			if (delay_counter < pwr_on_seq_delay ) begin
				delayed_ret <= i_ret;
				delay_counter <= delay_counter + 1;			
			end else if (delay_counter > pwr_on_seq_delay - 1 && delay_counter < 2*pwr_on_seq_delay  ) begin
				delayed_iso <= i_iso;
				delay_counter <= delay_counter + 1;
			end else if (delay_counter > 2*pwr_on_seq_delay -1 && delay_counter < 3*pwr_on_seq_delay  ) begin
				delayed_clk_en <= i_clk_en;
				delay_counter <= 0;								
			end  
        end		
		else if (~i_soc_pwr_on_rst && on_flag  && ~ (off_flag || off_flag_npgate) ) begin
			if (delay_counter < pwr_on_seq_delay ) begin
				delayed_rstn <= i_rstn;
				delay_counter <= delay_counter + 1;
			end else if (delay_counter > pwr_on_seq_delay - 1 && delay_counter < 2*pwr_on_seq_delay  ) begin
				delayed_ret <= i_ret;
				delay_counter <= delay_counter + 1;
			end else if (delay_counter > 2*pwr_on_seq_delay -1 && delay_counter < 3*pwr_on_seq_delay  ) begin
				delayed_iso <= i_iso;
				delay_counter <= delay_counter + 1;
			end else if (delay_counter > 3*pwr_on_seq_delay -1 && delay_counter < 4*pwr_on_seq_delay  ) begin
				delayed_clk_en <= i_clk_en;
				delay_counter <= 0;
			end  
        end
		else if (~sleep_req) begin
            delayed_o_pwr_on_req <= o_pwr_on_req_fsm;
			delay_counter <= 0;
		end else begin		
		    delay_counter <= 0;
	    end
    end
    assign o_iso = delayed_iso;
    assign o_ret = delayed_ret;
    assign o_rstn = (pwr_on_seq_delay == 1 && i_pwr_on_ack && i_clk_en && ~ off_flag && on_flag ) ? i_rstn : delayed_rstn;
    assign o_clk_en = (pwr_off_seq_delay == 1 && i_hw_sleep_ack && ~i_clk_en && ~ on_flag && off_flag) ? i_clk_en :delayed_clk_en;
	assign o_pwr_on_req = delayed_o_pwr_on_req;
endmodule
$ cat ./run.sh
#!/bin/bash
# OpenROAD 26Q1-2900-gdf79404cd8, Yosys 0.63+post, stock flow scripts
make -C /OpenROAD-flow-scripts/flow DESIGN_CONFIG=/design/flow/config.mk WORK_HOME=/design/flow/orfs finish
$ cat ./config.mk
export PLATFORM = sky130hd
export DESIGN_NAME = counter_PD2
export DESIGN_NICKNAME = counter_PD2
export VERILOG_FILES = /design/flow/design.v
export SDC_FILE = /design/flow/constraint.sdc
export NUM_CORES = 4
export LEC_CHECK = 1
export CORE_AREA = 10 10 112 112
export DIE_AREA = 0 0 122 122
$ cat ./constraint.sdc
current_design counter_PD2

set clk_period 2.8
set clk_io_pct 0.2

create_clock -name clk0 -period $clk_period [get_ports {i_aon_clk}]

set non_clock_inputs [all_inputs -no_clocks]
set_input_delay [expr $clk_period * $clk_io_pct] -clock clk0 $non_clock_inputs
set_output_delay [expr $clk_period * $clk_io_pct] -clock clk0 [all_outputs]
==> run summary <==
Unique cell types: 61
first-pass GRT wire length: 12.1 mm
Bufs and invs on worst path: 1
Reg area: 228 sq um
Top Layout Cells: buf_4 (92), ha_1 (62), inv_1 (20)
initial antenna violation count: 0
most area-hungry cell type in the Yosys netlist: ha_1
Final ANT Viol Nets: 0
Leak: 2.00 nW
clk buf depth: 2
Post-synth EDFFs: 0
Core Util at FP: 25.3%
Clock transition at path regs: 0.05 ns
Least-Margin Pin Slew: 0.537 ns
Port Buffers: 23
OpenROAD warning count: 49
H-Tree Depth: 1
TritonCTS clock tree: built
dominant logic cell type in the layout: buf_4
# IOs: 24
routed len/inst: 12.9 um
crit share post-route: 107%
unrepaired setup endpoints after global routing: true
layout cells sized above 1: 40.9%
final setup fails: 7
pin count of the biggest net entering global routing: 13
RePlAce Congestion: 0.854
status: complete, but fails checks
Period minus WS final: 3.01 ns
Setup crit end kind: flip-flop
fillers: 952
# Cells Yosys: 305
skew final: 0.00385 ns
Setup CP Type: input port to flip-flop
VDD IR max: 0.000120 V
most numerous cell on the critical path: a21oi_2
Cell Area, Synth: 0.00259 sq mm
number of CTS-inserted buffers: 3
total track usage: 9.49%
Worst path slowest cell: fa_2
MI comb area: 0.00260 sq mm
die width: 122 um
warnings from Yosys: 1
CP arrival: 3.12 ns
first drt pass iteration count: 4
Die Y-Extent: 122 um
Slew HR: 64.2%
sequential cell area fraction in the yosys report: 8.80%
fmax: 332 MHz
Worst Hold Class: flip-flop to flip-flop
Synth flops: 9
vias: 2673
slowest stage delay, CP: 0.58 ns
row cnt: 37
Top cells by area: ha_1 (35%), dfrtp_1 (6.8%), a21oi_1 (4.1%), inv_1 (3.6%), nand2_1 (3.0%)
Power Density: 194 mW/mm^2
root buf cell: clkbuf_8
asr flop ratio synth: 100%
total negative slack: -0.936 ns
Main synth FF type: dfrtp_1
drt drc: 0
Cell Chain, Critical Path: buf_12 -> ha_4 -> fa_2 -> nor3_2 -> xnor2_1 -> ha_1 -> nand3_2 -> o22ai_2 -> o221ai_4 -> a21oi_2 -> o2111ai_2 -> a21oi_2 -> mux2_4
Hold Worst Slack: 0.527 ns
Setup WS post-layout: -0.208 ns
max cap viols: 0
Slew Viols, Final: 0
final hold vios: 0
Gate Count Post-Synth: 305
dpl hpwl: 5.73 mm
critical path required time: 2.91 ns
routed wire length: 7.30 mm
Top cell area share: 34.8%
clk sinks: 9
failing checks: negative setup slack
Largest delay share family, worst path: adder cells
synth-to-layout area growth: 59.7%
Die ar.: 0.0149 sq mm
syn_area_per_cell: 8.48 sq um
number of global-route vias before repair: 2650
Latency at later pin: 0.23 ns
Core Area: 0.0102 sq mm
total grt overflow: 0
vias per inst: 4.74
DP Area: 0.00366 sq mm
CP Max Fanout: 5
DR iter-0 viols: 98
Inserted Diodes: 0
final instance area: 0.00413 sq mm
Worst setup SP type: input port
Yosys chip area: 0.00259 sq mm
==> flip-flops by register name (all words and copies together) (netlist names) <==
register,count
delay_counter,4
delayed_clk_en,1
delayed_iso,1
delayed_o_pwr_on_req,1
delayed_ret,1
delayed_rstn,1
==> Yosys cell counts, drive strengths merged, types with 2 or more instances <==
cell / number
o21bai: 2
o32ai: 2
nand2: 21
nor2: 15
o21ai: 12
nor4: 2
o22ai: 2
nand2b: 4
inv: 28
xor2: 5
nand3: 10
nand4: 2
mux2: 4
or3: 4
o2111ai: 4
dfrtp: 7
xnor2: 8
nand4b: 5
nor2b: 5
a31oi: 3
mux2i: 2
o211ai: 3
o221ai: 3
fa: 3
nor3: 5
a211o: 2
o21a: 6
a21oi: 21
and3: 2
ha: 72
o211a: 2
dfstp: 2
o31ai: 2
a21boi: 5
a21o: 8
a211oi: 7
a22o: 2
==> per-layer routing <==
metal	vias to the layer above	track usage (%)	wire, um
met3	4	0.516	201
met4	0	0.596	49
met5	-	0	0
met1	1247	13.7	3580
met2	37	15.9	3470
li1	1385	-	-
==> where the power goes <==
group	switching (W)	total, W	internal (W)	leakage, nW
sequential	0.00000359	0.000140	0.000136	0.115
clock	0.0000502	0.000149	0.0000991	0.0228
combinational	0.000238	0.000513	0.000274	1.86
==> metrics by stage <==
stage / worst slack, ns / total power, W / utilization (%) / std cells
2_1_floorplan: -0.196 / 0.000367 / - / 305
3_3_place_gp: -0.999 / 0.000567 / 35.8 / 546
3_5_place_dp: -0.993 / 0.000574 / 35.8 / 546
4_1_cts: -0.184 / 0.000764 / 38.4 / 561
5_1_grt: -0.340 / 0.000868 / 40.4 / 564
6_report: -0.208 / 0.000802 / 40.4 / 564
==> area by class of cell <==
cell class	count	area share, %
Sequential cell	9	5.51
Inverter	28	2.76
Clock buffer	4	1.09
Tap cell	136	4.12
Timing Repair Buffer	120	23.6
Multi-Input combinational cell	267	62.9
==> path summary, 6_finish.rpt <==
check                                startpoint  cells after the start              endpoint  slack [ns]
max in group asynchronous      i_soc_pwr_on_rst                      3           delayed_iso        1.78
hold reg to reg                    delayed_rstn                      2          delayed_rstn        0.53
hold / removal                     delayed_rstn                      2          delayed_rstn        0.53
setup / recovery           pwr_off_seq_delay[1]                     13  delayed_o_pwr_on_req       -0.21
setup reg to reg               delay_counter[1]                      8  delayed_o_pwr_on_req        0.01
min in group asynchronous      i_soc_pwr_on_rst                      3  delayed_o_pwr_on_req        0.80
==> repair_timing <==
item | 4_1_cts | 5_1_grt
setup buffers | 12 | 3
endpoints found under the setup margin | 11 | 10
gates resized | 66 | 32
gates cloned | 0 | 0
pin swaps | 33 | 29
hold endpoints to repair | 0 | 0
hold buffers | 0 | 0
==> logic make-up (layout without fill, tap and decap cells) <==
| group | count (synthesis) | count (layout) | share of synthesized area (%) |
|---|---|---|---|
| simple gates | 81 | 81 | 17.0 |
| xor+xnor | 13 | 13 | 4.69 |
| flops | 9 | 9 | 8.80 |
| fa+ha+maj | 75 | 75 | 37.1 |
| buf+inv | 29 | 152 | 4.50 |
| mux | 6 | 6 | 2.51 |
| compound gates | 92 | 92 | 25.4 |
==> worst min-delay path: stages, from the launching register on <==
cell,delay [ns]
dfrtp_1,0.36
o41ai_2,0.08
nand2_1,0.05
No activity file was given, so power comes from the tool's default toggle rates.
