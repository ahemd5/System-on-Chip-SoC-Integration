==> ./design.v <==
module gpio_controller_apb (
    input wire PCLK,           
    input wire PRESETn,        
    input wire PSEL,           
    input wire PENABLE,        
    input wire PWRITE,         
    input wire [31:0] PADDR,   
    input wire [31:0] PWDATA,  
    output reg [31:0] PRDATA,  
    output reg PREADY,         
    output reg PSLVERR,        
   input  wire  [31:0] gpio_in,
   output reg [31:0] gpio_out,
   output  reg [31:0] gpio_oe,
    output wire [31:0] GPIO_INT  
);
    reg [31:0] GPIO_DATA;
    reg [31:0] GPIO_DIR;
    reg [31:0] GPIO_PULL_CTRL;
    reg [31:0] GPIO_INT_EN;
    reg [31:0] GPIO_INT_STAT1;
    reg [31:0] GPIO_INT_STAT2;
    reg [31:0] GPIO_INT_STAT;
    reg [31:0] GPIO_INT_TYPE;
    reg [31:0] GPIO_INT_POLARITY;
    reg [31:0] GPIO_ALT_FUNC;
    reg [31:0] GPIO_DRIVE;      
    reg [31:0] GPIO_CLK_EN;            
    reg [31:0] gpio_prev_state;
    always @(posedge PCLK or negedge PRESETn) begin
        if (!PRESETn) begin
            PRDATA <= 32'h0;
            PREADY <= 1'b0;
            PSLVERR <= 1'b0;
            GPIO_DATA <= 0;  
                         GPIO_DIR <= 0;
                         GPIO_PULL_CTRL <= 0;
                        GPIO_INT_EN <= 0;
                         GPIO_INT_STAT1 <= 32'hFFFFFFFF;
                         GPIO_INT_TYPE <= 0;
                         GPIO_INT_POLARITY <= 0;
                         GPIO_ALT_FUNC <= 0;
                     GPIO_DRIVE <= 0;  
                         GPIO_CLK_EN <= 0;  
        end else  begin
            PREADY <= 1'b1;
            PSLVERR <= 1'b0;
            GPIO_DATA <= (gpio_in & ~GPIO_DIR) | (GPIO_DATA & GPIO_DIR); ;
            if (PSEL && PENABLE) begin
                if (PWRITE) begin
                    case (PADDR[7:0])
                        8'h00: GPIO_DATA <= (gpio_in & ~GPIO_DIR) | (PWDATA & GPIO_DIR);  
                        8'h04: GPIO_DIR <= PWDATA;
                        8'h08: GPIO_PULL_CTRL <= PWDATA;
                        8'h0C: GPIO_INT_EN <= PWDATA;
                        8'h10: GPIO_INT_STAT2 <= PWDATA & GPIO_INT_STAT2 ;
                        8'h14: GPIO_INT_TYPE <= PWDATA;
                        8'h18: GPIO_INT_POLARITY <= PWDATA;
                        8'h1C: GPIO_ALT_FUNC <= PWDATA;
                        8'h20: GPIO_DRIVE <= PWDATA;  
                        8'h24: GPIO_CLK_EN <= PWDATA;  
                        default: PSLVERR <= 1'b1;
                    endcase
                end else begin
                    case (PADDR[7:0])
                        8'h00: PRDATA <= (gpio_in & ~GPIO_DIR) | (GPIO_DATA & GPIO_DIR);  
                        8'h04: PRDATA <= GPIO_DIR;
                        8'h08: PRDATA <= GPIO_PULL_CTRL;
                        8'h0C: PRDATA <= GPIO_INT_EN;
                        8'h10: PRDATA <= GPIO_INT_STAT;
                        8'h14: PRDATA <= GPIO_INT_TYPE;
                        8'h18: PRDATA <= GPIO_INT_POLARITY;
                        8'h1C: PRDATA <= GPIO_ALT_FUNC;
                        8'h20: PRDATA <= GPIO_DRIVE;
                        8'h24: PRDATA <= GPIO_CLK_EN;
                        default: PRDATA <= 32'h0;
                    endcase
                end
            end
        end
    end
    always @(posedge PCLK or negedge PRESETn) begin
        if (!PRESETn) begin
            gpio_out <= 32'h0;
            gpio_oe <= 32'h0;
            gpio_prev_state <= 32'h0;
            GPIO_INT_STAT2 <= 32'h0;
        end else  begin
            gpio_oe <= GPIO_DIR;
            gpio_out <= GPIO_DATA;
            gpio_prev_state <= gpio_in;
            for (integer i = 0; i < 32; i = i + 1) begin
                if (GPIO_INT_EN[i]) begin
                    case ({GPIO_INT_TYPE[i], GPIO_INT_POLARITY[i]})
                        2'b00: if ((gpio_in[i] ^ gpio_prev_state[i]) && gpio_in[i]) GPIO_INT_STAT2[i] <= 1'b1;
                        2'b01: if ((gpio_in[i] ^ gpio_prev_state[i]) && ~gpio_in[i]) GPIO_INT_STAT2[i] <= 1'b1;
                        2'b10: if (gpio_in[i]) GPIO_INT_STAT2[i] <= 1'b1;
                        2'b11: if (~gpio_in[i]) GPIO_INT_STAT2[i] <= 1'b1;
                    endcase
                end
            end
        end
    end
    assign  GPIO_INT_STAT= GPIO_INT_STAT2  ;
    assign GPIO_INT = GPIO_INT_STAT;
endmodule
==> ./run.sh <==
#!/bin/bash
# OpenROAD 26Q1-2900-gdf79404cd8, Yosys 0.63+post, stock flow scripts
make -C /OpenROAD-flow-scripts/flow DESIGN_CONFIG=/design/flow/config.mk WORK_HOME=/design/flow/orfs finish
==> ./config.mk <==
export PLATFORM = sky130hd
export DESIGN_NAME = gpio_controller_apb
export DESIGN_NICKNAME = gpio_controller_apb
export VERILOG_FILES = /design/flow/design.v
export SDC_FILE = /design/flow/constraint.sdc
export NUM_CORES = 4
export LEC_CHECK = 1
export CORE_UTILIZATION = 40
==> ./constraint.sdc <==
current_design gpio_controller_apb

set clk_period 1.9
set clk_io_pct 0.2

create_clock -name clk0 -period $clk_period [get_ports {PCLK}]

set non_clock_inputs [all_inputs -no_clocks]
set_input_delay [expr $clk_period * $clk_io_pct] -clock clk0 $non_clock_inputs
set_output_delay [expr $clk_period * $clk_io_pct] -clock clk0 [all_outputs]
==> results.json <==
{
  "outcome": "did not finish",
  "haltStage": "1_2_yosys",
  "stop_error": "ERROR: Found 32 problems in 'check -assert'.",
  "synth-warning-count": 2,
  "edf_count": 32,
  "async_flop_share_pct": 93.36,
  "ys_area_sq_um": 20530,
  "synth_cell_types": 54,
  "synth.ff_latch_count": 482,
  "synth_seq_share_pct": 59.52,
  "ys_cells": 1618,
  "synthFlopType": "dfrtp_1"
}
-- synthesized netlist by cell type, drive strengths merged (3+ instances only) --
master	n	share of area (%)
nand2	90	1.6
a2111oi	5	0.21
o21ai	87	2.1
nor4	3	0.19
nor2	134	2.7
a21oi	57	1.4
o32a	3	0.15
nor3	8	0.24
a211oi	8	0.29
mux2i	94	4.6
o32ai	3	0.13
a221oi	16	0.68
a21boi	4	0.15
edfxtp	32	4.7
mux2	274	15
buf	48	1.4
clkbuf	55	1.0
a32o	4	0.19
a21o	32	1.2
o22ai	23	0.70
a32oi	14	0.60
and2	34	1.0
a222oi	3	0.15
nor4b	5	0.35
dfrtp	450	55
a22o	8	0.34
a22oi	61	2.2
o2bb2ai	8	0.34
inv	34	0.62
-- cells by family after synthesis --
family,Yosys count,share of synthesized area [%]
buf+inv,137,3.053
compound gates,342,11.10
flops,482,59.52
simple gates,288,6.703
other cells,1,0.01826
mux,368,19.61
